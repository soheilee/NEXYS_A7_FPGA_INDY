==> /design/flow/design.v <==
module metadata_splitter #(
    parameter DW = 128
)(
    input                      clk,
    input                      resetn,
    input      [DW-1:0]        axis_in_tdata,
    input                      axis_in_tvalid,
    output                     axis_in_tready,
    output reg [DW-1:0]        axis_out1_tdata,
    output reg                 axis_out1_tvalid,
    input                      axis_out1_tready,
    output reg [DW-1:0]        axis_out2_tdata,
    output reg                 axis_out2_tvalid,
    input                      axis_out2_tready
);
assign axis_in_tready = resetn && axis_out1_tready && axis_out2_tready;
always @* begin
    if (resetn) begin
        axis_out1_tvalid = axis_in_tvalid && axis_out1_tready && axis_out2_tready;
        axis_out2_tvalid = axis_in_tvalid && axis_out1_tready && axis_out2_tready;
        axis_out1_tdata = axis_in_tdata;
        axis_out2_tdata = axis_in_tdata;
    end else begin
        axis_out1_tvalid = 0;
        axis_out2_tvalid = 0;
        axis_out1_tdata = 0;
        axis_out2_tdata = 0;
    end
end
endmodule
==> /design/flow/run.sh <==
#!/bin/bash
# OpenROAD 26Q1-2900-gdf79404cd8, Yosys 0.63+post, stock flow scripts
make -C /OpenROAD-flow-scripts/flow DESIGN_CONFIG=/design/flow/config.mk WORK_HOME=/design/flow/orfs finish
==> /design/flow/config.mk <==
export PLATFORM = sky130hd
export DESIGN_NAME = metadata_splitter
export DESIGN_NICKNAME = metadata_splitter
export VERILOG_FILES = /design/flow/design.v
export SDC_FILE = /design/flow/constraint.sdc
export NUM_CORES = 4
export LEC_CHECK = 1
export CORE_AREA = 10 10 157 157
export DIE_AREA = 0 0 167 167
==> /design/flow/constraint.sdc <==
current_design metadata_splitter

set clk_period 1.0
set clk_io_pct 0.2

create_clock -name clk0 -period $clk_period

set non_clock_inputs [all_inputs -no_clocks]
set_input_delay [expr $clk_period * $clk_io_pct] -clock clk0 $non_clock_inputs
set_output_delay [expr $clk_period * $clk_io_pct] -clock clk0 [all_outputs]
==> impl_results.rst <==
Metrics
=======

.. list-table::
   :header-rows: 1

   * - Metric
     - Value
   * - Status
     - complete, but fails checks
   * - Violated checks
     - setup timing
   * - Standard cell core area
     - 21200 sq um
   * - Number of remaining DRC errors
     - 0
   * - Yosys warnings
     - 1
   * - Setup violation total in the final timing report
     - 132
   * - Transition at the pin with the smallest max-transition slack
     - 0.119 ns
   * - Share of the core filled with cells
     - 0.273
   * - Cell area power density
     - 388 nW/um^2
   * - GPL Wtd Cong
     - 0.813
   * - Flop area
     - 0 sq um
   * - Number of antenna violations at the first check in global routing
     - 1
   * - Most instantiated logic cell after routing
     - buf_6
   * - RSZ-0062 raised after global routing
     - yes
   * - Minimum setup slack in the final design
     - -0.128 ns
   * - Ratio of cells with drive above 1 in the final layout
     - 0.767
   * - Data required time at the worst endpoint
     - 0.80 ns
   * - Cells after Synth
     - 273
   * - I/O pin total
     - 392
   * - Max-slew violation count
     - 0
   * - Number of optimization iterations in the first detailed-route pass
     - 4
   * - Type of destination of the critical path
     - output pin
   * - Unique masters post-synth
     - 7
   * - Die Ht
     - 167 um
   * - Post-Place Cells
     - 798
   * - Post-Route WL
     - 17200 um
   * - Syn-to-layout area delta
     - 201%
   * - Source of the critical timing path
     - resetn
   * - Die ar.
     - 27900 sq um
   * - Part of the cycle the worst path needs
     - 1.13
   * - Largest net degree at the start of global routing
     - 9
   * - Combinational gate area
     - 1140 sq um
   * - Number of OpenROAD warnings
     - 35
   * - Biggest area cells
     - buf_4 50%, and2_1 42%, buf_6 6.4%
   * - Detail Route Antenna Nets
     - 0
   * - Post-detailed-placement half-perimeter wirelength
     - 12200 um
   * - Number of cells in the finished layout apart from fillers
     - 844
   * - VDD IR-drop max
     - 0.158 mV
   * - Minimum clock period after layout
     - 1.13 ns
   * - Via count of the first global-routing pass
     - 3301
   * - Number of cells traversed by the worst hold path
     - 3
   * - Start-to-end type of the worst setup path
     - primary input to output pin
   * - # Cells Yosys
     - 273
   * - Synthesis area per yosys
     - 1920 sq um
   * - Number of clock-tree buffers in the layout
     - 0
   * - Fill cell total of the finished layout
     - 2292
   * - FFs & Latches
     - 0
   * - Setup crit start kind
     - primary input
   * - Sequential share of the synthesized area
     - 0
   * - Count of routing violations after the opening detailed-route iteration
     - 39
   * - Place WS
     - -0.610 ns
   * - Commonest cells after routing, fill and taps aside
     - 167 x buf_6, 128 x and2_4, 119 x dlygate4sd2_1
   * - Top-area cell type share of the netlist area
     - 0.504
   * - Most area-hungry cell type in the Yosys netlist
     - buf_4
   * - Worst endpoint data arrival time
     - 0.93 ns
   * - Total number of vias
     - 2775
   * - Crit-path max cell delay
     - 0.14 ns
   * - Die X
     - 167 um
   * - Global-route congestion overflow total
     - 0
   * - Cell chain of the critical path
     - buf_16 -> buf_16 -> buf_6 -> and2_4 -> buf_6 -> buf_6
   * - Maximum net fanout on the critical path
     - 5
   * - Leakage power figure
     - 3.23 nW
   * - Hold WC Path Type
     - primary input to output pin
   * - Mapped cell area
     - 1920 sq um
   * - Overall Global Routing Usage
     - 0.116
   * - Global-route wire length before repair
     - 24300 um
   * - Slew headroom
     - 0.920
   * - IO Port Bufs
     - 391
   * - Crit-path most repeated cell
     - buf_6
   * - Slowest stage cell on the critical path
     - buf_16
   * - Per-cell routed wire length
     - 20.4 um
   * - Number of violations of the max-capacitance limit
     - 0
   * - Critical path destination
     - axis_out2_tdata[53]
   * - Vias per inst
     - 3.29
   * - Beginning of the worst hold path
     - axis_in_tdata[109]
   * - Starting Density
     - 0.0909
   * - Worst hold slack
     - 0.696 ns
   * - Final hold vios
     - 0
   * - Synthesized area per cell
     - 7.04 sq um
   * - Placement Rows
     - 53
   * - Maximum operating frequency
     - 887 MHz
## critical path: cells and delay by family
| kind | cells | cell delay (ns) |
|---|---|---|
| and+or+nand+nor | 1 | 0.13 |
| buffers and inverters | 5 | 0.59 |
## metal layers
layer  part of all wire  GRT usage  up-vias
met5                  0          0        -
met2               0.49      0.203      241
met4             0.0010    0.00153        0
met1               0.38      0.130     1238
li1                   -          -     1294
met3               0.13     0.0578        2
## how the worst min path moves through the flow
stage / to / slack, ns
CTS: axis_out1_tdata[54] / 0.80
global route: axis_out2_tdata[50] / 0.71
finish: axis_out1_tdata[109] / 0.70
## cell families (layout without fill, tap and decap cells)
| group | Yosys count | after routing | share of synthesized area |
|---|---|---|---|
| buf+inv | 143 | 437 | 0.576 |
| other cells | 0 | 2 | 0 |
| simple gates | 130 | 130 | 0.424 |
## where the power goes
group | switching, W | total (W) | internal, W
Combinational | 0.000637 | 0.00224 | 0.00161
Clock | 0 | 0.000000000268 | 0.000000000268
Sequential | 0 | 0 | 0
Total | 0.000637 | 0.00224 | 0.00161
## synthesized netlist by cell type
library cell / number
buf_6: 11
and2_1: 128
and4_1: 1
and3_1: 1
clkbuf_2: 1
buf_2: 2
buf_4: 129
## stage by stage
step                      instance area, sq um  TNS (ns)  power [W]
after global placement                    5110   -125.78    0.00188
after detailed placement                  5110   -126.14    0.00187
after floorplan                           1920         0   0.000567
final                                     5780     -7.08    0.00224
after CTS                                 5610    -11.16    0.00225
after global routing                      5780    -10.30    0.00244
## cell type report
class	count	area share
Antenna cell	2	0.000866
Multi-Input combinational cell	130	0.198
Tap cell	275	0.0595
Timing Repair Buffer	437	0.742
## what timing repair did
item / in CTS / in global routing
buffers inserted: 40 / 2
gates resized: 1213 / 67
gates cloned: 18 / 0
hold buffers: 0 / 0
setup endpoints to repair: 259 / 163
pin swaps: 121 / 75
endpoints found under the hold margin: 0 / 0
No activity file was given, so power comes from the tool's default toggle rates.
