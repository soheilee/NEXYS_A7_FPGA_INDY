==> design/flow/design.v <==
module data_switch# (
    parameter DW=128
    )
(
    input                      clk, resetn,
    input [15:0]               PACKET_SIZE,
    input [7:0]                PP_GROUP,
    input[DW-1:0]              axis_in_tdata,
    input                      axis_in_tvalid,
    output                     axis_in_tready,
    output  reg   [DW-1:0]     axis_out1_tdata,
    output  reg                axis_out1_tvalid,
    input                      axis_out1_tready,
    output  reg   [DW-1:0]     axis_out2_tdata,
    output  reg                axis_out2_tvalid,
    input                      axis_out2_tready
);
assign axis_in_tready = (resetn == 1);
reg output_path;
localparam FSM_OUTPUT_AXIS1 = 1;
localparam FSM_OUTPUT_AXIS2  = 0;
reg [15:0]          counter_ps;   
always @(posedge clk) begin
    if (resetn == 0) begin
        counter_ps <=0;
    end
    else begin
        if(counter_ps==(PP_GROUP*PACKET_SIZE-1)) begin
                counter_ps <=0;
                output_path <= ~output_path;
            end
            else begin
                counter_ps <= counter_ps +1;
            end
    end
end
always @* begin
    if(output_path==FSM_OUTPUT_AXIS1) begin 
        axis_out1_tdata  = axis_in_tdata;
        axis_out1_tvalid = axis_in_tvalid;
        axis_out2_tvalid = 0;   
    end
    else if(output_path==FSM_OUTPUT_AXIS2) begin
        axis_out2_tdata  = axis_in_tdata;
        axis_out2_tvalid = axis_in_tvalid;
        axis_out1_tvalid = 0;
    end
end
endmodule
==> design/flow/run.sh <==
#!/bin/bash
# OpenROAD 26Q1-2900-gdf79404cd8, Yosys 0.63+post, stock flow scripts
make -C /OpenROAD-flow-scripts/flow DESIGN_CONFIG=/design/flow/config.mk WORK_HOME=/design/flow/orfs finish
==> design/flow/config.mk <==
export PLATFORM = sky130hd
export DESIGN_NAME = data_switch
export DESIGN_NICKNAME = data_switch
export VERILOG_FILES = /design/flow/design.v
export SDC_FILE = /design/flow/constraint.sdc
export NUM_CORES = 4
export LEC_CHECK = 1
export CORE_AREA = 10 10 242 242
export DIE_AREA = 0 0 252 252
==> design/flow/constraint.sdc <==
current_design data_switch

set clk_period 11.3
set clk_io_pct 0.2

create_clock -name clk0 -period $clk_period [get_ports {clk}]

set non_clock_inputs [all_inputs -no_clocks]
set_input_delay [expr $clk_period * $clk_io_pct] -clock clk0 $non_clock_inputs
set_output_delay [expr $clk_period * $clk_io_pct] -clock clk0 [all_outputs]
==> flow_metrics.tcl <==
# flow metrics
set metrics [dict create \
    yosysTopAreaCell "dlxtn_1" \
    tns_ns 0 \
    fp_util_pct 17.8 \
    clk_pin_slew_ns 0.05 \
    slew-limit-headroom_pct 41.1 \
    crit_fanout 16 \
    ff_type "dlxtp_1" \
    rsz0062_at_grt "no" \
    min_from "counter_ps[0]" \
    io-pin-count 416 \
    worst_path_max_delay_cell "clkdlybuf4s50_1" \
    grt_max_degree 119 \
    warnings 31 \
    fin_cells 2004 \
    p_per_area_mw_per_mm2 121 \
    dp_hpwl_um 30500 \
    fp.dieH_um 252 \
    r2r_slack_ns 8.73 \
    cts.htree.levels 1 \
    portBuffers 413 \
    unclocked_pins 256 \
    max_cap_viol_count 0 \
    hold_buffers 0 \
    vias 7755 \
    regToRegStartpoint "counter_ps[12]" \
    lay_top_cells "clkdlybuf4s50_1 (413), nand2_1 (147), dlxtp_1 (128), dlxtn_1 (128), fa_1 (89)" \
    netlist_area_mm2 0.00941 \
    fmax_mhz 119 \
    rr_endpoint "counter_ps[3]" \
    edf_count 1 \
    cts_buffer_depth 2 \
    core_area_mm2 0.0530 \
    cp-end-kind "flip-flop" \
    ant_nets 0 \
    whs_path_depth 1 \
    ff2ff_path_depth 9 \
    crit_top_cell "fa_1" \
    fill_cells 5485 \
    cts_root_buf "clkbuf_16" \
    arrival_ns 8.32 \
    slew_violations 0 \
    drc 0 \
    die_w_um 252 \
    core.rowCount 84 \
    topCellsByArea "dlxtn_1 (20%), dlxtp_1 (20%), fa_1 (19%)" \
    avgViaCountPerCell 3.87 \
    yosysChipArea_mm2 0.00941 \
    cp_num_buf_inv 2 \
    period_used_pct 74.6 \
    wl_per_cell_um 17.1 \
    avgSynthCellArea_um2 10.2 \
    critPathKind "primary input to flip-flop" \
    post_cts_resize_count 0 \
    first_pass_iters 5 \
    cts_tree "done" \
    grt_pass1_wl_um 51300 \
    stdcell_area_mm2 0.0144 \
    drive_above_1_share_pct 2.36 \
    p_leak_nw 6.15 \
    top_area_share_pct 20.4 \
    status "complete, no violations" \
    cp_cell_sequence "clkdlybuf4s50_1, nand2_1, fa_1, fa_1, fa_1, fa_1, inv_1, ha_1, a21oi_1, o21ai_0, a221oi_1, a22oi_1, xnor2_1, nand3_1, nor4b_1, nor4bb_1" \
    placed_area_mm2 0.0143 \
    syn_inst 926 \
    yosysCellCount 926 \
    cpPeakStageDelay_ns 0.96 \
    cp-start-kind "primary input" \
    clk_latency_ns 0.24 \
    final_hold_viol_count 0 \
    untimed_endpoints 512 \
    finClkSkew_ns 0.00259 \
    final_util_pct 27.1 \
    syn2layout_area_growth_pct 52.7 \
    hold_class "flip-flop to flip-flop" \
    fin_crit_ns 8.42 \
    worstMarginPinSlew_ns 0.884 \
    critical_path.top_delay_family "adder cells" \
    track_usage_pct 10.7 \
    lay_top_count "clkdlybuf4s50_1" \
    gp_congestion 0.919 \
    peakVddDrop_mv 0.105 \
    ys.flops 273 \
    drt_iter0_markers 343 \
    critPathLaunch "PP_GROUP[5]" \
    required_ns 11.20 \
    min_to "counter_ps[0]" \
    grt_antenna_before_repair 3 \
    finalSetupViolations 0 \
    wl_um 34300 \
    ys_async_sr_fraction_pct 0 \
    post_cts_buffers 0 \
    grt.overflow.total 0 \
    cts-buffers-inserted 3 \
    place_inst 1999 \
    dieArea_mm2 0.0635 \
    yosys_warnings 1 \
    grt_pass1_vias 8098 \
    synth_cell_types 63 \
]
metrics by stage:
step / power (W) / setup WS (ns) / hold slack (ns)
after floorplan: 0.00131 / 4.07 / 0.496
after global placement: 0.00167 / 2.57 / 0.539
after detailed placement: 0.00166 / 2.62 / 0.554
after CTS: 0.00175 / 2.86 / 0.565
after global routing: 0.00197 / 2.50 / 0.587
final: 0.00174 / 2.88 / 0.559
registers in the layout, indices dropped and copies added (netlist names):
register	flops
counter_ps	16
output_path	1
axis_out2_tdata	128
axis_out1_tdata	128
layout make-up:
type                    count  area [um^2]  area share, %
flip-flops and latches    273         4190           29.2
clock buffers               4         78.8          0.549
well taps                 688          861           5.99
inverters                  82          308           2.14
diodes                      1         2.50         0.0174
repair buffers            417         4160           29.0
multi-input cells         539         4760           33.1
logic make-up (layout without fill, tap and decap cells):
family | Yosys count | in the layout | share of synthesized area (%)
XOR/XNOR | 35 | 35 | 3.26
AND-OR/OR-AND | 90 | 90 | 6.91
latches | 256 | 256 | 40.8
other | 0 | 1 | 0
AND/OR/NAND/NOR | 267 | 267 | 13.8
buffers and inverters | 114 | 503 | 4.85
adder cells (fa/ha/maj) | 147 | 147 | 26.6
flip-flops | 17 | 17 | 3.72
synthesized netlist by cell type (all sizes together), types with 3 or more instances:
cell       n
xor2      17
dlxtn    128
o211ai     3
nor2      24
a211o      4
dlxtp    128
o21a       9
o22ai      4
xnor2     18
o21ai     16
buf       12
dfxtp     16
a211oi     3
o221ai     3
o2111ai    3
and2      14
nand2    148
ha        58
nand2b     9
nor2b      4
nand3     15
fa        89
nor3      21
inv       82
a21oi     23
o21bai     4
o31ai      3
nor4       9
and3       7
nand4      8
clkbuf    20
power breakdown:
part / leakage [nW] / internal [W] / switching (W)
combinational: 3.91 / 0.000629 / 0.000973
sequential: 2.19 / 0.0000727 / 0.00000136
clock: 0.0382 / 0.0000478 / 0.0000213
routing by layer:
| layer | global-route usage [%] | part of all wire [%] | vias up |
|---|---|---|---|
| met1 | 12.6 | 39 | 3667 |
| met5 | 0 | 0.061 | - |
| met4 | 1.07 | 0.86 | 4 |
| li1 | - | - | 3743 |
| met3 | 3.19 | 8.4 | 16 |
| met2 | 19.3 | 52 | 325 |
worst max-delay path by stage:
stage | depth (start not counted) | end | slack (ns)
after CTS | 16 | output_path | 2.86
after global routing | 16 | output_path | 2.50
final | 16 | output_path | 2.88
Power is estimated from default activity; no workload was simulated.
